==> /design/flow/design.v <==
module n_decoder
    #(parameter WIDTH = 1)
     (input [WIDTH - 1:0] in, output [(1 << WIDTH) - 1:0] out);
    genvar i;
    for (i = 0; i < 1 << WIDTH; i++) begin
        assign out[i] = in == i;
    end
endmodule
module decoder(input [3:0] io_dip, output [23:0] io_led);
    assign io_led[3:0] = io_dip;
    n_decoder #(4) dec (io_dip, io_led[23:8]);
endmodule
==> /design/flow/run.sh <==
#!/bin/bash
# OpenROAD 26Q1-2900-gdf79404cd8, Yosys 0.63+post, stock flow scripts
make -C /OpenROAD-flow-scripts/flow DESIGN_CONFIG=/design/flow/config.mk WORK_HOME=/design/flow/orfs finish
==> /design/flow/config.mk <==
export PLATFORM = sky130hd
export DESIGN_NAME = decoder
export DESIGN_NICKNAME = decoder
export VERILOG_FILES = /design/flow/design.v
export SDC_FILE = /design/flow/constraint.sdc
export NUM_CORES = 4
export LEC_CHECK = 1
export CORE_AREA = 10 10 70 70
export DIE_AREA = 0 0 80 80
==> /design/flow/constraint.sdc <==
current_design decoder

set clk_period 1.0
set clk_io_pct 0.2

create_clock -name clk0 -period $clk_period

set non_clock_inputs [all_inputs -no_clocks]
set_input_delay [expr $clk_period * $clk_io_pct] -clock clk0 $non_clock_inputs
set_output_delay [expr $clk_period * $clk_io_pct] -clock clk0 [all_outputs]
==> results.json <==
{
  "status": "finished, violations left",
  "violations": "setup timing",
  "fill_cells": 388,
  "gr-usage-all-layers_pct": 3.30,
  "layout-drive-gt1-share_pct": 71.7,
  "syn_area_um2": 340,
  "yosysUniqueCellTypes": 9,
  "power_uw": 226,
  "vdd_ir_drop_max_mv": 0.130,
  "wire_per_inst_um": 10.7,
  "grt_max_degree": 10,
  "diodes": 0,
  "grt_pass1_vias": 384,
  "min_path_type": "in -> out",
  "finalSetupTns_ps": -983,
  "required_ps": 800,
  "setup_viol": 14,
  "period_used_pct": 112,
  "critPathKind": "in -> out",
  "core_area_um2": 3420,
  "fp_util_pct": 9.96,
  "avgSynthCellArea_um2": 11.7,
  "syn2layout_area_growth_pct": 109,
  "io_pins": 28,
  "top_cell_area_share_pct": 27.9,
  "leakage_nw": 0.356,
  "topCellsByArea": "nor4b_4 (28%), buf_4 (18%), and4bb_1 (15%), buf_6 (13%), and4b_1 (12%)",
  "startpoint_type": "input port",
  "maxSlewViolCount": 0,
  "vias": 345,
  "antenna_found_initial": 0,
  "cp_max_fo": 5,
  "port_buffers": 24,
  "worstPathArrival_ps": 920,
  "clock_buffers": 0,
  "top_cells_by_count": "buf_4 (8), and4b_1 (4), and4bb_1 (4), buf_6 (4), nor4b_4 (4)",
  "ys_cells": 29,
  "hpwl_um": 907,
  "finalHoldViolCount": 0,
  "drt_iter0_markers": 1,
  "rsz0062_at_grt": "yes",
  "synthCells": 29,
  "post-place-ws_ps": -848,
  "top_cell": "buf_4",
  "chip_area_um2": 6400,
  "fmax_ghz": 0.890,
  "dr.pass1.iters": 2,
  "end_kind": "output port",
  "row_count": 21,
  "yosysWarnings": 4,
  "overflow": 0,
  "ff_count": 0,
  "fin_ws_ps": -124,
  "yosysTopAreaCell": "nor4b_4",
  "via_per_inst": 3.25,
  "grt_pass1_wl_um": 1740,
  "hold_buffers": 0,
  "die_w_um": 80,
  "ys_chip_area_um2": 340,
  "register_area_um2": 0,
  "drc": 0,
  "ant_nets": 0,
  "gp_congestion": 0.650,
  "maxCapViolations": 0,
  "finalCriticalPeriod_ps": 1120,
  "wl_um": 1140,
  "hold_path_depth": 3,
  "ys_seq_share_pct": 0,
  "hold_ws_ps": 761,
  "comb_area_um2": 255,
  "die_h_um": 80,
  "warnings": 34,
  "p_per_area_nw_per_um2": 317
}
-- cell type report --
class | count | share of cell area, %
multi-input combinational | 20 | 35.9
tap | 46 | 8.08
timing repair buffer | 40 | 56.1
-- placed cells by master (no fill, tap or decap) --
cell	Yosys	layout
and4_1	1	1
and4b_1	4	4
and4bb_1	4	4
and4bb_2	2	2
buf_12	0	4
buf_2	0	15
buf_4	8	2
buf_6	4	6
buf_8	0	8
clkbuf_2	0	1
clkdlybuf4s50_1	0	1
conb_1	1	4
dlygate4sd2_1	0	3
nor4_4	0	1
nor4b_4	4	4
-- critical path: stages --
cell     delay (ps)
buf_8           100
buf_12          120
buf_8           120
nor4b_4         250
buf_2           130
-- through the flow --
stage               utilization (%)  instance area [um2]  std cells
floorplan                         -                  352         32
global placement               19.2                  654         98
detailed placement             19.2                  654         98
finish                         20.8                  712        106
global route                   20.8                  712        106
CTS                            20.9                  714        106
-- worst paths after layout --
kind | startpoint | end | slack (ps)
setup / recovery | io_dip[0] | io_led[10] | -120
hold / removal | io_dip[2] | io_led[2] | 760
-- layer usage --
layer | GRT usage (%) | up-vias | share of wire [%]
met5 | 0 | - | 0
met3 | 2.05 | 0 | 14
li1 | - | 167 | -
met2 | 5.06 | 22 | 40
met1 | 4.09 | 156 | 46
met4 | 0 | 0 | 0
-- timing repair --
action | in CTS | in global routing
cloned | 0 | 0
setup endpoints to repair | 20 | 16
pin swaps | 12 | 9
setup buffers | 8 | 2
gates resized | 90 | 6
-- report_power, final --
part | leakage, nW | internal [mW] | switching, mW
combinational | 0.356 | 0.150 | 0.0760
clock | 0 | 0 | 0
sequential | 0 | 0 | 0
-- cell families after synthesis --
group                  after synthesis  share of synthesized area, %
and+or+nand+nor                     16                          68.0
buffers and inverters               12                          30.9
other                                1                          1.10
No activity file was given, so power comes from the tool's default toggle rates.
