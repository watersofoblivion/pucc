[/design/flow/design.v]
module n_multiplexer
    #(
        parameter INPUTS = 1
    )
    (
        input [INPUTS - 1:0] inputs,
        input [INPUTS - 1:0] selector,
        output out
    );
    wire [INPUTS - 1:0] tmp;
    genvar i;
    for (i = 0; i < INPUTS; i++) begin
        assign tmp[i] = inputs[i] & selector[i];
    end
    assign out = |tmp;
endmodule
module mn_multiplexer
    #(
        parameter WIDTH = 1,
        parameter INPUTS = 2
    )
    (
        input [WIDTH * INPUTS - 1:0] inputs,
        input [INPUTS - 1:0] selector,
        output [WIDTH - 1:0] out
    );
    wire [WIDTH:0] tmp;
    genvar i, j;
    for (i = 0; i < WIDTH; i++) begin
        wire [INPUTS - 1:0] tmp;
        for (j = 0; j < INPUTS; j++) begin
            assign tmp[j] = inputs[j * WIDTH + i];
        end
        n_multiplexer #(INPUTS) n_mux(tmp, selector, out[i]);
    end
endmodule
module multiplexer(input [19:0] io_dip, output [19:0] io_led);
    assign io_led[15:0] = io_dip[15:0];
    mn_multiplexer #(4, 4) mn_mux(io_dip[15:0], io_dip[19:16], io_led[19:16]);
endmodule
[/design/flow/run.sh]
#!/bin/bash
# OpenROAD 26Q1-2900-gdf79404cd8, Yosys 0.63+post, stock flow scripts
make -C /OpenROAD-flow-scripts/flow DESIGN_CONFIG=/design/flow/config.mk WORK_HOME=/design/flow/orfs finish
[/design/flow/config.mk]
export PLATFORM = sky130hd
export DESIGN_NAME = multiplexer
export DESIGN_NICKNAME = multiplexer
export VERILOG_FILES = /design/flow/design.v
export SDC_FILE = /design/flow/constraint.sdc
export NUM_CORES = 4
export LEC_CHECK = 1
export CORE_AREA = 10 10 70 70
export DIE_AREA = 0 0 80 80
[/design/flow/constraint.sdc]
current_design multiplexer

set clk_period 1.2
set clk_io_pct 0.2

create_clock -name clk0 -period $clk_period

set non_clock_inputs [all_inputs -no_clocks]
set_input_delay [expr $clk_period * $clk_io_pct] -clock clk0 $non_clock_inputs
set_output_delay [expr $clk_period * $clk_io_pct] -clock clk0 [all_outputs]
==> flow_metrics.tcl <==
# metrics dict for downstream scripts
set metrics [dict create \
    status "completed" \
    setup_tns_ns 0 \
    power_frac_seq 0 \
    synth_chip_area_um2 225.2 \
    placed_cells 102 \
    min_path_type "input pin to output pin" \
    ys_cells 32 \
    mostFrequentLayoutCells "dlygate4sd2_1 (11), clkdlybuf4s50_1 (10), a22oi_2 (5), clkbuf_2 (5)" \
    drive_gt1_frac 0.3929 \
    total_power_mw 0.1525 \
    postCtsHoldBufs 0 \
    synth_area_um2 225.2 \
    nClkBuffers 0 \
    initCoreUtil 0.06593 \
    rows 21 \
    routabilityCongestion 0.7778 \
    flop-count 0 \
    drt-pass1-iter-count 2 \
    cts_setup_buffers 0 \
    dp_hpwl_um 1094 \
    ir_drop_uv 83.57 \
    area_leaders "buf_4 (67%), a22oi_1 (27%), nand2_1 (6.7%)" \
    crit_fanout 2 \
    grt_util_all_layers 0.03417 \
    yosysUniqueCellTypes 3 \
    period_minus_slack_ns 1.175 \
    cap_violations 0 \
    pre_cts_ws_ns -0.5423 \
    whs_ns 0.7919 \
    worstSetupStartpointType "input pin" \
    area_growth_pct 140.6 \
    die_w_um 80 \
    dieArea_um2 6400 \
    arrival_ns 0.94 \
    grt_pass1_vias 357 \
    pwr-share-comb 1.000 \
    hold_violations 0 \
    antenna_cells 0 \
    vias 298 \
    die_h_um 80 \
    avgViaCountPerCell 2.922 \
    p_switching_mw 0.04677 \
    yosys_warnings 0 \
    design_area_um2 541.8 \
    clkPwrFrac 0 \
    lay_top_count "dlygate4sd2_1" \
    place_area_um2 563.0 \
    tightest_slew_ns 0.1848 \
    io_pins 40 \
    antenna_found_initial 0 \
    fin_crit_sh 0.9794 \
    fp.coreArea_um2 3416 \
    grt_setup_unrepaired "yes" \
    setup_viol_count_final 0 \
    stdcell_count 102 \
    post-route-util 0.1586 \
    synth_seq_share 0 \
    swShare 0.3066 \
    p_int_mw 0.1058 \
    p_per_area_nw_per_um2 281.5 \
    wire_per_inst_um 11.56 \
    worstPathRequired_ns 0.96 \
    worstSetupPathType "input pin to output pin" \
    endpoint_kind "output pin" \
    ff_latch_area_um2 0 \
    drc 0 \
    detail-route-antenna-nets 0 \
    slew_headroom 0.8768 \
    final-max-slew-violation-count 0 \
    synth_area_per_cell_um2 7.038 \
    grt_pass1_wl_um 1752 \
    hold_path_startpoint "io_dip[3]" \
    grt_max_degree 5 \
    yosysTopAreaCell "buf_4" \
    drtIter0Drc 2 \
    fmax_mhz 850.8 \
    port_buffers 40 \
    postLayoutSetupSlackWorst_ns 0.02469 \
    routed_wl_um 1179 \
    p_leak_nw 0.2545 \
    synth.top_cell.area_share 0.6667 \
    postSynthCellCount 32 \
    warnings 33 \
    crit_start "io_dip[2]" \
    overflow 0 \
]
[synth_stat cells (all sizes together)]
master and count:
buf 20, a22oi 8, nand2 4
[final timing paths]
check / to / slack [ns] / cells after the start
setup / recovery: io_led[18] / 0.02 / 4
hold / removal: io_led[3] / 0.79 / 2
[routing by layer]
| layer | global-route usage | wire length [um] | vias to the layer above |
|---|---|---|---|
| met4 | 0 | 0 | 0 |
| met5 | 0 | 0 | - |
| met2 | 0.03852 | 334 | 35 |
| met1 | 0.05010 | 555 | 122 |
| met3 | 0.02727 | 289 | 0 |
| li1 | - | - | 141 |
[final cells by class]
cell class,count,area [um2]
fill,396,2874
timing repair buffer,44,384.1
multi-input combinational,12,100.1
tap,46,57.56
[power groups by stage]
stage | sequential (mW) | combinational [mW] | clock (mW)
after CTS | 0 | 0.166 | 0
final | 0 | 0.153 | 0
after global routing | 0 | 0.170 | 0
[cells by family after synthesis]
kind of cell           count (synthesis)  synth area share
buffers and inverters                 20            0.6666
AND-OR/OR-AND                          8            0.2667
AND/OR/NAND/NOR                        4           0.06665
[critical path, stage by stage]
cell,delay [ns]
clkdlybuf4s15_2,0.19
a22oi_2,0.19
nand2_1,0.07
dlygate4sd2_1,0.24
[timing repair]
| item | CTS | global route |
|---|---|---|
| setup endpoints to repair | 20 | 10 |
| pin swaps | 10 | 4 |
| gates resized | 58 | 10 |
| cloned | 0 | 0 |
No activity file was given, so power comes from the tool's default toggle rates.
